===== ./run.sh =====
#!/bin/bash
# OpenROAD 26Q1-2900-gdf79404cd8, Yosys 0.63+post, stock flow scripts
make -C /OpenROAD-flow-scripts/flow DESIGN_CONFIG=/design/flow/config.mk WORK_HOME=/design/flow/orfs finish

===== ./config.mk =====
export PLATFORM = sky130hd
export DESIGN_NAME = debounce_counter
export DESIGN_NICKNAME = debounce_counter
export VERILOG_FILES = /design/flow/design.v
export SDC_FILE = /design/flow/constraint.sdc
export NUM_CORES = 4
export LEC_CHECK = 1
export CORE_UTILIZATION = 30

===== ./constraint.sdc =====
current_design debounce_counter

set clk_period 4.8
set clk_io_pct 0.2

create_clock -name clk0 -period $clk_period [get_ports {clk}]

set non_clock_inputs [all_inputs -no_clocks]
set_input_delay [expr $clk_period * $clk_io_pct] -clock clk0 $non_clock_inputs
set_output_delay [expr $clk_period * $clk_io_pct] -clock clk0 [all_outputs]

===== ./design.v =====
module debounce_counter #(
    parameter integer STABLE_CYCLES = 2000000
)(
    input  wire clk,
    input  wire rst,         
    input  wire in_sync,
    output reg  debounced
);
    reg last_sample;
    reg [31:0] stable_cnt;   
    always @(posedge clk) begin
        if (rst) begin
            debounced   <= 1'b0;
            last_sample <= 1'b0;
            stable_cnt  <= 32'd0;
        end else begin
            if (in_sync == last_sample) begin
                if (stable_cnt < STABLE_CYCLES)
                    stable_cnt <= stable_cnt + 1;
            end else begin
                last_sample <= in_sync;
                stable_cnt  <= 32'd0;
            end
            if (stable_cnt == STABLE_CYCLES)
                debounced <= last_sample;
        end
    end
endmodule

==> results_slide.txt <==
Physical Implementation Snapshot

Layout
  • Top logic cell by instance count in the layout: sky130_fd_sc_hd__dfxtp_1
  • Final core utilization: a little over a third
  • Top library cells by usage in the layout, fill and taps aside: 34 x sky130_fd_sc_hd__dfxtp_1, 14 x sky130_fd_sc_hd__and2_1, 10 x sky130_fd_sc_hd__nand3_1
  • Ratio of cells with drive above 1 in the final layout: under 10%
  • Signed area change from the synthesized netlist to the final layout: 15.51%

Power and ir drop
  • Total power density per cell area: 362.0 nW/µm²
  • Internal power summed over all cells: 510.8 µW
  • Share of power burned in combinational logic: under 10%
  • Clk network pwr share: 52.1%
  • Total net switching power: 116.6 µW
  • Power share of the sequential group: between 40% and 50%
  • Standby leakage power: a little under 0.6 nW
  • Proportion of total power due to net switching: around 19%
  • Max rail drop VDD: 0.3087 mV

Setup path
  • Critical Path End Type: flop
  • Launching element type of the critical path: input pin
  • Crit Path Category: input pin to flop
  • Data required time at the worst endpoint: between 4 and 5 ns
  • Arrival time of data at the critical path endpoint: 2.64 ns
  • Logic depth of the worst register-to-register path: 5
  • Maximum fanout encountered on the critical timing path: 13
  • Crit Reg-Reg Endpoint: stable_cnt[14]
  • Internal reg-to-reg setup slack: 2.49 ns
  • Worst r2r src: stable_cnt[12]

Yosys
  • Instance count of the mapped netlist: 165
  • Distinct cell type count after synthesis: 38
  • Register bit total from synthesis: 34
  • Max-area cell share: 45.37%
  • YS chip area: 1500 µm²
  • Share of flip-flops with an asynchronous set or reset: 0%
  • Number of cells in Yosys stat: roughly 170
  • Netlist Area Pre-Place: 1500 µm²
  • Register area share after synthesis: between 40% and 50%
  • Area contributors post-synth: sky130_fd_sc_hd__dfxtp_1 45%, sky130_fd_sc_hd__and2_1 5.8%, sky130_fd_sc_hd__or4_1 3.5%, sky130_fd_sc_hd__xnor2_1 3.5%, sky130_fd_sc_hd__nand3_1 3.3%
  • Area leader, netlist: sky130_fd_sc_hd__dfxtp_1
  • Ys Warns: 1
  • Dominant register cell in the synthesized netlist: sky130_fd_sc_hd__dfxtp_1
  • Post-synthesis area per instance: 9.092 µm²
  • Number of flops mapped to enable cells by yosys: 0

Outcome
  • Status: finished, final reports clean

Global route
  • Antenna violations before repair: 0
  • Global-route wire length before repair: 5140 µm
  • Vias in the first global route: about 1,100
  • Total Routing Usage GR: approximately 13%
  • Global-route congestion overflow total: 0
  • Pin count of the biggest net entering global routing: 20

Routing
  • Post-route DRC: 0
  • Count of antenna-violating nets left after detailed routing: 0
  • Detailed-route wire length: 2902 µm
  • Wire length per cell after detailed routing: between 10 and 15 µm
  • Number of optimization iterations in the first detailed-route pass: 4
  • Number of vias after detailed routing: 1,185
  • Routed vias/inst: 5.021
  • DR iter-0 viols: 34
  • Ant. Diodes: 0

Timing
  • Post-layout min period: 2.460 ns
  • Final hold slack: 0.4639 ns
  • Final total negative setup slack: 0 ns
  • Setup violation total in the final timing report: 0
  • Worst rel slew slack: between 50% and 60%
  • Unrepaired setup endpoints after global routing: no
  • Final hold violation count: 0
  • Maximum clock frequency: around 410 MHz
  • Slew of the pin with the lowest slew margin: 0.7237 ns
  • Post-route fraction of the period consumed by the critical path: 51.25%
  • Final worst clock skew: 0.006306 ns
  • Fin. max-slew vios: 0

Floorplan
  • I/O pin cnt: 4
  • Number of rows in the core area: 25
  • Placeable Area: 4755 µm²
  • Chip Height: 72.72 µm
  • Die span in x: 72.72 µm
  • Full die area: 5287 µm²
  • Floorplan-stage core utilization: 31.55%

Placed design
  • HPWL after detailed placement: roughly 2000 µm
  • Gpl congestion: 0.8350
  • Port Buf Inserts: 3

Job
  • Number of OpenROAD warnings: 26
  • MaxCap Viol Count: 0

Clock network
  • Post-CTS setup repair buffer count: 0
  • Number of sinks on the clock net: 34
  • Clock Path Buffers: 2
  • Register clock-pin slew on the reported worst setup and hold paths: 0.07 ns
  • Clock network latency to the later pin of the worst-skew pair: 0.28 ns
  • CTS tree: done
  • Number of buffers created by CTS: 5
  • Root Driver: sky130_fd_sc_hd__clkbuf_8
  • Htree depth: 2
  • CTS Hold Buffers Added: 0
  • PostCTS Resize Cnt: 0

Min path
  • Worst Hold End: stable_cnt[27]
  • Start point of the worst min-delay path: stable_cnt[27]
  • Worst min path class: flop to flop
  • Cells on Worst Hold Path: 1
power groups by stage:
stage	sequential (mW)	combinational (mW)	clock [mW]
6_report	0.285	0.0156	0.327
5_1_grt	0.285	0.0171	0.345
4_1_cts	0.285	0.0156	0.334
metal layers:
metal | vias to the layer above | share of wire (%) | global-route usage [%]
met4 | 0 | 0.83 | 1.961
met3 | 2 | 2.3 | 2.241
met1 | 560 | 52 | 19.49
met5 | - | 0 | 0
li1 | 611 | - | -
met2 | 12 | 44 | 19.11
layout make-up:
type / count / area, µm²
Clock buffer: 6 / 82.58
Sequential cell: 34 / 680.7
Fill cell: 499 / 3022
Tap cell: 67 / 83.83
Inverter: 4 / 15.01
Timing Repair Buffer: 4 / 37.54
Multi-Input combinational cell: 119 / 773.2
Clock inverter: 2 / 60.06
state kept, by name, indices dropped and copies added (netlist names):
signal,cells
stable_cnt,32
last_sample,1
debounced,1
cell usage after synthesis, drive strengths merged (2+ instances only):
master   number
nand2         9
clkbuf        6
ha            2
or3           3
o2111ai       2
and3          3
nor2b         2
nand2b        2
dfxtp        34
buf           2
or4           8
nor2          9
o211ai        5
xor2          3
nand4         4
o31ai         4
nor4          6
nand3        10
and4          2
nor3          4
inv           4
and2         14
xnor2         6
o21ai         5
a21oi         7
worst max-delay path: stages:
cell	delay, ns
sky130_fd_sc_hd__clkdlybuf4s50_1	0.48
sky130_fd_sc_hd__xnor2_1	0.13
sky130_fd_sc_hd__nor2b_1	0.51
sky130_fd_sc_hd__buf_4	0.27
sky130_fd_sc_hd__nand2b_1	0.07
sky130_fd_sc_hd__o41ai_1	0.23
per-stage QoR:
stage | total power, mW | std cells | cell area (µm²) | worst slack [ns]
detailed placement | 0.3068 | 228 | 1590 | 2.056
CTS | 0.6344 | 236 | 1733 | 2.333
global placement | 0.3067 | 228 | 1590 | 2.071
global route | 0.6466 | 236 | 1733 | 2.188
floorplan | 0.3015 | 165 | 1500 | 2.839
finish | 0.6273 | 236 | 1733 | 2.340
worst max-delay path by stage:
| stage | end | cells past startpoint | slack [ns] | startpoint |
|---|---|---|---|---|
| 6_report | stable_cnt[15] | 6 | 2.34 | in_sync |
| 5_1_grt | stable_cnt[15] | 6 | 2.19 | in_sync |
| 4_1_cts | stable_cnt[15] | 6 | 2.33 | in_sync |
kinds of logic after synthesis:
group,Yosys count,synth area share [%]
mux,1,0.6672
buf+inv,12,3.085
simple gates,79,31.19
compound gates,28,12.76
xor+xnor,9,5.255
fa+ha+maj,2,1.668
flops,34,45.37
Power figures rest on the tool's default switching activity, not on a simulated workload.
