## flow/design.v

```verilog
module debounce_stable_counter #(
    parameter int unsigned STABLE_CYCLES = 1_000_000
) (
    input  logic clk,
    input  logic rst_n,
    input  logic din_sync,        
    output logic dout_clean
);
    logic din_q;
    int unsigned cnt;
    always_ff @(posedge clk or negedge rst_n) begin
        if (!rst_n) begin
            din_q      <= 1'b0;
            dout_clean <= 1'b0;
            cnt        <= 0;
        end else begin
            if (din_sync == din_q) begin
                if (cnt < STABLE_CYCLES) cnt <= cnt + 1;
                if (cnt == STABLE_CYCLES - 1) dout_clean <= din_q;
            end else begin
                din_q <= din_sync;
                cnt   <= 0;
            end
        end
    end
endmodule
```

## flow/run.sh

```bash
#!/bin/bash
# OpenROAD 26Q1-2900-gdf79404cd8, Yosys 0.63+post, stock flow scripts
make -C /OpenROAD-flow-scripts/flow DESIGN_CONFIG=/design/flow/config.mk WORK_HOME=/design/flow/orfs finish
```

## flow/config.mk

```make
export PLATFORM = sky130hd
export DESIGN_NAME = debounce_stable_counter
export DESIGN_NICKNAME = debounce_stable_counter
export VERILOG_FILES = /design/flow/design.v
export SDC_FILE = /design/flow/constraint.sdc
export NUM_CORES = 4
export LEC_CHECK = 1
export CORE_UTILIZATION = 30
```

## flow/constraint.sdc

```tcl
current_design debounce_stable_counter

set clk_period 4.8
set clk_io_pct 0.2

create_clock -name clk0 -period $clk_period [get_ports {clk}]

set non_clock_inputs [all_inputs -no_clocks]
set_input_delay [expr $clk_period * $clk_io_pct] -clock clk0 $non_clock_inputs
set_output_delay [expr $clk_period * $clk_io_pct] -clock clk0 [all_outputs]
```

==> results_slide.txt <==
Implementation Results

Timing
  – Fmax: 424.0 MHz
  – Setup tns final: 0 ns
  – Crit share post-route: 0.4914
  – Hold Vio Cnt, Final: 0
  – Max-slew violation count: 0
  – Post-route minimum period: roughly 2.4 ns
  – Final setup vio count: 0
  – Unrepaired setup endpoints after global routing: no
  – Worst-margin pin slew: 0.5782 ns
  – Final Skew: 0.003516 ns
  – Slew HR: 0.6128
  – Hold Slack: around 0.50 ns
  – Final Worst Setup Slack: ~2.4 ns

Synthesis
  – Cell count in the Yosys report: 161
  – Syn Area/Cell: 10.58 µm²
  – Yosys reg bits: 34
  – Netlist Area Pre-Place: 1704 µm²
  – Largest area contributor in the netlist: dfrtp_1
  – Top post-synthesis cells by area: dfrtp_1, xnor2_1, nor4_4
  – Post-synth seq share: 0.4993
  – Syn Inst Count: 161
  – Yosys chip area: 1704 µm²
  – Yosys warnings: 1
  – Yosys cell types: 41
  – Largest type area fraction: 0.4993

Worst hold path
  – Worst hold path class: flop to flop

Final layout
  – Comb. cell area: 817.0 µm²
  – Area Overhead vs Synth: 14.76%
  – Final Util: 0.3551
  – FF/Latch Area: between 800 and 900 µm²
  – Share of layout cells above drive strength 1: 0.1420
  – Fill count: between 500 and 600

Clocking
  – PostCTS Resize Cnt: 0
  – Clock transition at the registers of the reported paths: approximately 0.070 ns
  – CTS buffer count: 5
  – Setup Buffers After CTS: 0
  – CTS tree: built
  – H-tree levels: 2
  – Sink Count: 34
  – Cts hold-fix bufs: 0
  – Late-Pin Clk Latency: approximately 0.29 ns
  – Clock tree buffer depth: 2
  – Root Buffer: clkbuf_8

Pwr
  – Clock share of power: 0.493
  – Seq pwr share: 0.461
  – Pleak: just over 0.8 nW
  – Switching part of the total: 0.2067
  – Pwr/cell area: roughly 330 nW/µm²
  – Switching power: approximately 0.13 mW
  – VDD IR max: 0.2757 mV
  – Gate power share: 0.046
  – Internal Power: 0.5089 mW

Status
  – Status: completed

Drt
  – Antenna diode count: 0
  – # DRC: 0
  – DR vias: 1222
  – Total wire length after detailed routing: 3201 µm
  – Routed len/inst: 13.28 µm
  – First-iteration detailed-routing DRC count: 61
  – Via density: 5.071
  – Remaining antenna violation count after routing: 0
  – TritonRoute pass-1 iters: 4

Die
  – Die x size: 77.37 µm
  – CORE AREA: 5507 µm²
  – Core Rows: 27
  – Die Ht: 77.37 µm
  – I/O pins: 4
  – Core utilization before placement: 0.3095
  – Die Size: 5986 µm²

GRT
  – Vias in the first global route: between 1000 and 1500
  – First-pass GRT wire length: ~5600 µm
  – GR Overflow Total: 0
  – Initial antenna violation count: 0
  – GRT Util Overall: 0.1196
  – Largest net degree at the start of global routing: 35

Worst setup path
  – CP arrival: roughly 2.5 ns
  – Worst Path Buf+Inv: 2
  – Slowest stage cell, crit path: clkdlybuf4s50_1
  – CP endpoint kind: flop
  – R2R Setup Slk: 2.61 ns
  – Cell chain of the critical path: clkdlybuf4s50_1 > xnor2_1 > buf_4 > nand2_1 > nor4_1 > mux2_2
  – Peak fanout along the critical path: 17
  – Critical path's largest stage delay: 0.52 ns
  – Worst path required time: 4.98 ns
  – Critical path class: input pin to flop
  – CP delay by family, top: buffers and inverters
  – Worst setup SP type: input pin

Placement
  – DP Worst Slack: 2.132 ns
  – Routability cong.: 0.8296
  – Hpwl dp: 2082 µm
  – Port Buffers: 3

Run
  – Max Cap Violations: 0
  – OpenROAD warning count: 25
stage by stage:
stage | power, mW | cells | instance area, µm²
after floorplan | 0.3161 | 161 | 1704
after global placement | 0.3309 | 233 | 1818
after detailed placement | 0.3316 | 233 | 1818
after CTS | 0.6490 | 241 | 1956
after global routing | 0.6639 | 241 | 1956
final | 0.6415 | 241 | 1956
power by group through the flow:
| stage | combinational [mW] | clock (mW) | sequential (mW) |
|---|---|---|---|
| after CTS | 0.0306 | 0.323 | 0.296 |
| after global routing | 0.0341 | 0.333 | 0.296 |
| final | 0.0295 | 0.316 | 0.296 |
per-layer routing:
layer	wire, µm	vias up	GRT usage	share of wire
li1	-	611	-	-
met1	1608	588	0.1955	0.50
met2	1431	15	0.1735	0.45
met3	100	8	0.02031	0.031
met4	61	0	0.02075	0.019
met5	0	-	0	0
Yosys cell counts, drive strengths merged:
cell and number:
o21bai 1, inv 2, dfrtp 34, xor2 1, or3 3, a21oi 9
nor2 14, and4 2, ha 1, nor4 7, or4 4, o31a 1
buf 3, o21ai 3, o21a 2, or4b 1, a211oi 2, a31o 1
nand2 15, o41ai 1, xnor2 9, a2111oi 3, clkbuf 3, nand4 5
mux2 1, a41o 1, o211ai 1, o31ai 3, nor3 2, and2 10
or2 1, nand3 6, and3 7, a21o 1, a31oi 1
registers in the layout, summed over array words and instances, names as in the netlist:
register,count
cnt,32
din_q,1
dout_clean,1
layout by cell type, fill, tap and decap left out, types with 4 or more instances in the layout:
| master | count |
|---|---|
| a21oi_1 | 9 |
| xnor2_1 | 9 |
| nor2_1 | 14 |
| and2_1 | 9 |
| clkbuf_8 | 5 |
| nand3_1 | 4 |
| or4_1 | 4 |
| and3_1 | 5 |
| nand2_1 | 15 |
| nand4_1 | 5 |
| dfrtp_1 | 34 |
| nor4_1 | 4 |
final timing paths:
path,start,end,cells past startpoint
worst max register to register,cnt[15]$_DFFE_PN0P_,cnt[14]$_DFFE_PN0P_,5
max in group asynchronous,rst_n,cnt[9]$_DFFE_PN0P_,2
worst max-delay path,din_sync,dout_clean$_DFFE_PN0P_,6
worst min register to register,cnt[19]$_DFFE_PN0P_,cnt[19]$_DFFE_PN0P_,1
worst min-delay path,cnt[19]$_DFFE_PN0P_,cnt[19]$_DFFE_PN0P_,1
min in group asynchronous,rst_n,cnt[5]$_DFFE_PN0P_,2
cell families after synthesis:
group	share of synthesized area
AND/OR/NAND/NOR	0.2944
flip-flops	0.4993
AND-OR/OR-AND	0.1197
XOR/XNOR	0.05140
buffers and inverters	0.02130
multiplexers	0.006607
adder cells (fa/ha/maj)	0.007341
cell type report:
cell class,instances,share of cell area
clock buffers,5,0.03519
clock inverters,3,0.03519
inverters,2,0.003839
multi-input cells,119,0.4178
flip-flops and latches,34,0.4351
well taps,72,0.04607
repair buffers,6,0.02687
Power figures rest on the tool's default switching activity, not on a simulated workload.
