### ./run.sh
#!/bin/bash
# OpenROAD 26Q1-2900-gdf79404cd8, Yosys 0.63+post, stock flow scripts
make -C /OpenROAD-flow-scripts/flow DESIGN_CONFIG=/design/flow/config.mk WORK_HOME=/design/flow/orfs finish
### ./design.v
`timescale 1ns / 1ps
module alu #(parameter w = 8)
(
    input      [w-1:0] A, B,
    input      [2:0]   op,
    output reg [w-1:0] y,
    output reg         zero, negative, carry, overflow
);
    reg [w:0] temp;
    always @(*) begin
        y        = {w{1'b0}};
        temp     = {(w+1){1'b0}};
        carry    = 1'b0;
        overflow = 1'b0;
        case (op)
            3'd0: y = A & B;
            3'd1: y = A | B;
            3'd2: y = A ^ B;
            3'd3: begin                   
                temp     = {1'b0, A} + {1'b0, B};
                y        = temp[w-1:0];
                carry    = temp[w];
                overflow = (~(A[w-1] ^ B[w-1])) & (y[w-1] ^ A[w-1]);
            end
            3'd4: begin                   
                temp     = {1'b0, A} + {1'b0, ~B} + {{w{1'b0}}, 1'b1};
                y        = temp[w-1:0];
                carry    = temp[w];
                overflow = (A[w-1] ^ B[w-1]) & (y[w-1] ^ A[w-1]);
            end
            3'd5: begin                   
                carry = A[w-1];
                y     = A << 1;
            end
            3'd6: begin                   
                carry = A[0];
                y     = A >> 1;
            end
            3'd7: y = A;
            default: y = {w{1'b0}};
        endcase
        zero     = (y == {w{1'b0}});
        negative = y[w-1];
    end
endmodule
`timescale 1ns / 1ps
module top (
    input  wire [18:0] SW,        
    output wire [3:0]  LED,       
    output wire [6:0]  HEX0,      
    output wire [6:0]  HEX1       
);
    wire [7:0] y;
    wire       z_flag, n_flag, c_flag, v_flag;
    alu #(.w(8)) u_alu (
        .A        (SW[7:0]),
        .B        (SW[15:8]),
        .op       (SW[18:16]),
        .y        (y),
        .zero     (z_flag),
        .negative (n_flag),
        .carry    (c_flag),
        .overflow (v_flag)
    );
    assign LED[3] = z_flag;    
    assign LED[2] = n_flag;    
    assign LED[1] = c_flag;    
    assign LED[0] = v_flag;    
    function [6:0] hex_to_7seg;
        input [3:0] nibble;
        case (nibble)
            4'h0: hex_to_7seg = ~7'b0111111;  
            4'h1: hex_to_7seg = ~7'b0000110;  
            4'h2: hex_to_7seg = ~7'b1011011;  
            4'h3: hex_to_7seg = ~7'b1001111;  
            4'h4: hex_to_7seg = ~7'b1100110;  
            4'h5: hex_to_7seg = ~7'b1101101;  
            4'h6: hex_to_7seg = ~7'b1111101;  
            4'h7: hex_to_7seg = ~7'b0000111;  
            4'h8: hex_to_7seg = ~7'b1111111;  
            4'h9: hex_to_7seg = ~7'b1101111;  
            4'hA: hex_to_7seg = ~7'b1110111;  
            4'hB: hex_to_7seg = ~7'b1111100;  
            4'hC: hex_to_7seg = ~7'b0111001;  
            4'hD: hex_to_7seg = ~7'b1011110;  
            4'hE: hex_to_7seg = ~7'b1111001;  
            4'hF: hex_to_7seg = ~7'b1110001;  
            default: hex_to_7seg = ~7'b0000000;
        endcase
    endfunction
    assign HEX0 = hex_to_7seg(y[3:0]);    
    assign HEX1 = hex_to_7seg(y[7:4]);    
endmodule
### ./constraint.sdc
current_design top

set clk_period 6.4
set clk_io_pct 0.2

create_clock -name clk0 -period $clk_period

set non_clock_inputs [all_inputs -no_clocks]
set_input_delay [expr $clk_period * $clk_io_pct] -clock clk0 $non_clock_inputs
set_output_delay [expr $clk_period * $clk_io_pct] -clock clk0 [all_outputs]
### ./config.mk
export PLATFORM = sky130hd
export DESIGN_NAME = top
export DESIGN_NICKNAME = top
export VERILOG_FILES = /design/flow/design.v
export SDC_FILE = /design/flow/constraint.sdc
export NUM_CORES = 4
export LEC_CHECK = 1
export CORE_AREA = 10 10 104 104
export DIE_AREA = 0 0 114 114
==> results.sh <==
# physical design summary
export IMPL_warning_count=59
export IMPL_gp_congestion=0.989
export IMPL_nClkBuffers=0
export IMPL_top_cells_by_area="ha_1 (21%), mux2i_1 (7.8%), inv_1 (6.7%)"
export IMPL_powerDensity_mw_per_mm2=108
export IMPL_hpwlAfterDp_um=5020
export IMPL_drc=0
export IMPL_coreArea_mm2=0.00868
export IMPL_num_rows=34
export IMPL_setup_total_negative_slack_ns=0
export IMPL_synth_cell_type_count=61
export IMPL_yosysWarningCount=2
export IMPL_cts_setup_buffers=0
export IMPL_fmax_ghz=0.163
export IMPL_io_pins=37
export IMPL_ir_drop_uv=32.0
export IMPL_dieWidth_um=114
export IMPL_fp_util_pct=25.1
export IMPL_finalWirelength_um=5990
export IMPL_drive_gt1_share_pct=8.10
export IMPL_vias_per_cell=5.07
export IMPL_dr_pass1_iters=5
export IMPL_wl_per_cell_um=14.0
export IMPL_final_hold_viol_count=0
export IMPL_path_max_fanout=9
export IMPL_dp_cells=429
export IMPL_grt_antenna_before_repair=0
export IMPL_min_path_type="input port to output port"
export IMPL_syn_area_mm2=0.00218
export IMPL_io_buffers=37
export IMPL_grt_max_degree=28
export IMPL_min_period_ns=6.14
export IMPL_chipHeight_um=114
export IMPL_track_usage_pct=8.95
export IMPL_regArea_um2=0
export IMPL_critPathCaptureType="output port"
export IMPL_synth_top_cell_by_area="ha_1"
export IMPL_max_slew_margin_pct=62.9
export IMPL_die_area_mm2=0.0130
export IMPL_maxCapViolCount=0
export IMPL_syn_area_per_cell_um2=7.39
export IMPL_most_common_cell="inv_1"
export IMPL_syn_to_final_growth_pct=19.7
export IMPL_vias=2173
export IMPL_rsz0062_at_grt="false"
export IMPL_ys_seq_share_pct=0
export IMPL_setup_viol=0
export IMPL_yosys_cells=295
export IMPL_common_cells="inv_1 (39), ha_1 (37), a21oi_1 (22), nor2_1 (22), nand2_1 (21)"
export IMPL_top_cell_area_share_pct=21.2
export IMPL_tightest_slew_ns=0.552
export IMPL_synthCells=295
export IMPL_power_leakage_uw=0.00117
export IMPL_design_seq_count=0
export IMPL_layoutNonFillerInstCount=429
export IMPL_power_uw=282
export IMPL_ant_nets=0
export IMPL_required_ns=5.12
export IMPL_whs_ns=3.80
export IMPL_status="finished clean"
export IMPL_synth_chip_area_mm2=0.00218
export IMPL_grt_overflow_total=0
export IMPL_critPathLaunchType="input port"
export IMPL_first_iter_violations=199
export IMPL_grt_pass1_vias=2105
export IMPL_drv_slew=0
export IMPL_antenna_diode_count=0
export IMPL_arrival_ns=4.86
export IMPL_crit_type="input port to output port"
export IMPL_timing_final_crit_share_pct=96.0
export IMPL_grt_pass1_wl_um=10100
-- critical path: stages --
cell and delay (ns):
clkdlybuf4s50_1 0.57, inv_1 0.09, ha_1 0.43, a21o_1 0.20, a21oi_1 0.19, nand2_1 0.10
a211o_1 0.30, o22ai_1 0.42, inv_1 0.16, ha_1 0.23, mux2_2 0.26, o22ai_1 0.14
clkdlybuf4s50_1 0.48
-- cell usage in the layout (no fill, tap or decap), types with 2 or more instances in the layout --
master / instances
a31oi_1: 4
and2_1: 3
a221oi_1: 3
a21oi_1: 22
nand3_1: 2
ha_1: 37
a32o_1: 3
a211oi_1: 2
clkdlybuf4s50_1: 37
o211ai_1: 3
fa_1: 2
o22ai_1: 6
inv_1: 39
nor3_1: 4
o21a_1: 3
o21bai_1: 2
mux2i_1: 17
and4_1: 3
and3_1: 3
o2bb2ai_1: 6
nor2_1: 22
nand2b_1: 8
a221oi_2: 2
o21ai_0: 12
o221ai_1: 3
nand2_1: 21
a21o_1: 4
buf_4: 10
mux4_2: 2
or2_2: 2
nor2b_1: 2
xnor2_1: 4
-- final timing paths --
path	start	to	slack, ns	cells past startpoint
worst max-delay path	SW[3]	HEX1[4]	0.26	13
worst min-delay path	SW[15]	LED[1]	3.80	5
-- per-stage QoR --
stage          util (%)  worst slack [ns]  cell area (um2)
2_1_floorplan         -              1.51             2180
3_3_place_gp       30.1             0.250             2610
3_5_place_dp       30.1             0.256             2610
4_1_cts            30.1             0.251             2610
5_1_grt            30.1           0.00734             2610
6_report           30.1             0.259             2610
-- cells by family (layout without fill, tap and decap cells) --
kind of cell | count (synthesis) | count (layout) | synth area share (%)
xor+xnor | 5 | 5 | 2.01
buf+inv | 60 | 86 | 13.7
fa+ha+maj | 39 | 39 | 23.1
compound gates | 90 | 90 | 31.5
mux | 21 | 21 | 11.1
simple gates | 80 | 80 | 18.7
-- area by class of cell --
class	instances	area, um2
Fill cell	932	6070
Multi-Input combinational cell	235	1880
Timing Repair Buffer	47	445
Inverter	39	146
Tap cell	108	135
-- metal layers --
metal  GRT usage, %  routed length, um
met1           12.6               2790
met2           14.2               2620
met3           1.75                500
met4           1.09                 82
met5              0                  0
-- report_power, final --
group / switching (uW) / internal (uW) / total, uW
combinational: 134 / 147 / 282
sequential: 0 / 0 / 0
clock: 0 / 0 / 0
total: 134 / 147 / 282
-- what timing repair did --
action                     CTS  global route
hold buffers                 0             0
gates resized                0             1
setup endpoints to repair    0             1
